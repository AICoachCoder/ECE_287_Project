<file path="flow/run.sh">
#!/bin/bash
# OpenROAD 26Q1-2900-gdf79404cd8, Yosys 0.63+post, stock flow scripts
make -C /OpenROAD-flow-scripts/flow DESIGN_CONFIG=/design/flow/config.mk WORK_HOME=/design/flow/orfs finish
</file>
<file path="flow/config.mk">
export PLATFORM = sky130hd
export DESIGN_NAME = vga_driver_slideshow_buf
export DESIGN_NICKNAME = vga_driver_slideshow_buf
export VERILOG_FILES = /design/flow/design.v
export SDC_FILE = /design/flow/constraint.sdc
export NUM_CORES = 4
export LEC_CHECK = 1
export CORE_UTILIZATION = 30
</file>
<file path="flow/constraint.sdc">
current_design vga_driver_slideshow_buf

set clk_period 5.0
set clk_io_pct 0.2

create_clock -name clk0 -period $clk_period [get_ports {CLOCK_50}]

set non_clock_inputs [all_inputs -no_clocks]
set_input_delay [expr $clk_period * $clk_io_pct] -clock clk0 $non_clock_inputs
set_output_delay [expr $clk_period * $clk_io_pct] -clock clk0 [all_outputs]
</file>
<file path="flow/design.v">
module vga_driver_slideshow_buf (
    input CLOCK_50,
    input [3:0] KEY,
    input [9:0] SW,
    output [9:0] LEDR,
    output [7:0] VGA_R,
    output [7:0] VGA_G,
    output [7:0] VGA_B,
    output VGA_HS,
    output VGA_VS,
    output VGA_CLK,
    output VGA_SYNC_N,
    output VGA_BLANK_N
);
parameter NUM_IMAGES = 4;   
parameter H_VISIBLE_AREA = 640;
parameter H_FRONT_PORCH = 16;
parameter H_SYNC_PULSE = 96;
parameter H_BACK_PORCH = 48;
parameter H_TOTAL = H_VISIBLE_AREA + H_FRONT_PORCH + H_SYNC_PULSE + H_BACK_PORCH;
parameter V_VISIBLE_AREA = 480;
parameter V_FRONT_PORCH = 10;
parameter V_SYNC_PULSE = 2;
parameter V_BACK_PORCH = 33;
parameter V_TOTAL = V_VISIBLE_AREA + V_FRONT_PORCH + V_SYNC_PULSE + V_BACK_PORCH;
reg [1:0] current_image = 0;   
reg [9:0] pixel_data;          
reg [9:0] image_buffers[NUM_IMAGES-1:0];  
reg [9:0] h_counter = 0;
reg [9:0] v_counter = 0;
reg pixel_clock = 0;
reg [19:0] debounce_counter = 0;
reg button_debounced = 0;
initial begin
    image_buffers[0] = 10'h3FF;  
    image_buffers[1] = 10'h0C0;  
    image_buffers[2] = 10'h00F;  
    image_buffers[3] = 10'h300;  
end
always @(posedge CLOCK_50) begin
    pixel_clock <= ~pixel_clock;
end
always @(posedge pixel_clock) begin
    if (h_counter == H_TOTAL - 1) begin
        h_counter <= 0;
        if (v_counter == V_TOTAL - 1)
            v_counter <= 0;
        else
            v_counter <= v_counter + 1;
    end else begin
        h_counter <= h_counter + 1;
    end
end
assign VGA_HS = ~(h_counter >= H_VISIBLE_AREA + H_FRONT_PORCH && h_counter < H_VISIBLE_AREA + H_FRONT_PORCH + H_SYNC_PULSE);
assign VGA_VS = ~(v_counter >= V_VISIBLE_AREA + V_FRONT_PORCH && v_counter < V_VISIBLE_AREA + V_FRONT_PORCH + V_SYNC_PULSE);
wire display_active = (h_counter < H_VISIBLE_AREA) && (v_counter < V_VISIBLE_AREA);
always @(posedge CLOCK_50) begin
    if (!KEY[1] || !KEY[2]) begin
        if (debounce_counter < 20'd1000000) begin  
            debounce_counter <= debounce_counter + 1;
        end else begin
            button_debounced <= 1;
        end
    end else begin
        debounce_counter <= 0;
        button_debounced <= 0;
    end
end
always @(posedge CLOCK_50) begin
    if (button_debounced && !KEY[1]) begin
        if (current_image < NUM_IMAGES - 1)
            current_image <= current_image + 1;
        else
            current_image <= 0;  
    end else if (button_debounced && !KEY[2]) begin
        if (current_image > 0)
            current_image <= current_image - 1;
        else
            current_image <= NUM_IMAGES - 1;  
    end
end
always @(posedge CLOCK_50) begin
    pixel_data <= image_buffers[current_image];
end
assign VGA_R = display_active ? {pixel_data[9:8], 6'b0} : 8'b0;
assign VGA_G = display_active ? {pixel_data[7:6], 6'b0} : 8'b0;
assign VGA_B = display_active ? {pixel_data[5:4], 6'b0} : 8'b0;
assign VGA_CLK = pixel_clock;
assign VGA_SYNC_N = 1'b0;
assign VGA_BLANK_N = display_active;
endmodule
</file>
==> flow_summary.json <==
{
  "critical_path_class": "flip-flop to output pin",
  "cts-buffers-inserted": 3,
  "diodes": 0,
  "hold_ws_ns": 0.477,
  "period_used_pct": 51.1,
  "port_buffers": 12,
  "hpwl_um": 2870,
  "maxSlewHeadroom_pct": 57.8,
  "yosysChipArea_mm2": 0.00250,
  "ys_cells": 273,
  "r2r_start": "debounce_counter[11]$_SDFFE_PN0N_",
  "grt_setup_unrepaired": "no",
  "post-cts-setup-buffer-count": 0,
  "outcome": "completed",
  "antenna_left": 0,
  "synth_cell_types": 40,
  "dr.pass1.iters": 4,
  "wire_per_inst_um": 10.4,
  "unclocked_pins": 20,
  "flop_cell": "dfxtp_1",
  "max-cap-violations": 0,
  "min-delay-path-class": "flip-flop to flip-flop",
  "ctsResizeCount": 0,
  "cts-root-buf": "clkbuf_8",
  "syn_inst": 273,
  "grt_pass1_vias": 1555,
  "syn_avg_cell_area_um2": 9.16,
  "critical_path_required_ns": 4.00,
  "cp_top_family": "flip-flops",
  "max_freq_ghz": 0.391,
  "unconstrained_endpoints": 33,
  "holdCritStartpoint": "debounce_counter[19]$_SDFFE_PN0N_",
  "initial_core_util_pct": 31.7,
  "track_usage_pct": 9.55,
  "setup_viol": 0,
  "report.final.slew_viol_count": 0,
  "chipWidth_um": 93.3,
  "via_per_inst": 4.70,
  "antenna_found_initial": 0,
  "drt_first_iter_violations": 59,
  "crit_slowest_cell": "dfxtp_1",
  "wl_um": 3960,
  "final_cell_mix": "dfxtp_1, conb_1, nand2_1",
  "coreArea_mm2": 0.00789,
  "worstMarginPinSlew_ns": 0.633,
  "reg2regPathDepth": 5,
  "leakage_nw": 0.982,
  "fin_util_pct": 33.6,
  "grt_max_degree": 23,
  "die_y_um": 93.3,
  "io_pins": 54,
  "drcViolationCount": 0,
  "hold_end": "debounce_counter[19]$_SDFFE_PN0N_",
  "peakVddDrop_v": 0.000184,
  "cp_slowest_stage_delay_ns": 0.72,
  "clkSlewWorstSetupHoldPaths_ns": 0.09,
  "place_congestion": 0.814,
  "hold_viol": 0,
  "rows": 32,
  "warnings": 42,
  "edf_count": 12,
  "clockBufferDepth": 2,
  "crit_path_start_kind": "flip-flop",
  "cts_hold_buf": 0,
  "yosysWarningCount": 11,
  "crit_chain": "clkdlybuf4s50_1",
  "dp_cells": 378,
  "ff2ff_setup_slack_ns": 2.77,
  "synth_area_mm2": 0.00250,
  "die_area_mm2": 0.00871,
  "critical_path.max_fanout": 22,
  "cp.arrival_ns": 1.56,
  "path_buffers": 1,
  "fin_crit_ns": 2.56,
  "finalNonFillerCells": 382,
  "total_power_w": 0.000390,
  "gr-total-overflow": 0,
  "cts_tree": "built",
  "layout-drive-gt1-share_pct": 4.64,
  "skew_ns": 0.00154,
  "r2r-end": "debounce_counter[8]$_SDFFE_PN0N_",
  "vias": 1795,
  "synthArstFlopShare_pct": 0,
  "fin_tns_setup_ns": 0,
  "clock.latency.late_pin_ns": 0.26,
  "area_delta_synth_final_pct": 5.90,
  "end_kind": "output pin",
  "ys_seq_share_pct": 42.4,
  "grt_pass1_wl_um": 6820,
  "layout_top_cell": "dfxtp_1",
  "htreeDepth": 1,
  "powerDensity_mw_per_mm2": 147,
  "hold_depth": 1,
  "numSynthFlops": 47
}
-- area by class of cell --
cell class	instances	area, um2
clock buffer	4	45.0
sequential	47	1060
multi-input combinational	202	1230
timing repair buffer	15	143
tap	102	128
inverter	12	45.0
fill	790	5240
-- worst max-delay path by stage --
stage | cells after the start | to | start | slack, ns
4_1_cts | 1 | VGA_CLK | pixel_clock$_DFF_P_ | 2.38
5_1_grt | 1 | VGA_CLK | pixel_clock$_DFF_P_ | 2.31
6_report | 1 | VGA_CLK | pixel_clock$_DFF_P_ | 2.44
-- logic make-up (layout without fill, tap and decap cells) --
kind of cell,Yosys count,after routing,synth area share (%)
XOR/XNOR,17,17,5.95
multiplexers,1,1,0.400
buffers and inverters,52,31,13.0
flip-flops,47,47,42.4
other,1,29,0.150
AND/OR/NAND/NOR,106,106,23.3
adder cells (fa/ha/maj),8,8,4.00
AND-OR/OR-AND,41,41,10.8
-- routing by layer --
metal / GRT usage [%] / part of all wire [%] / wire, um
met5: 0 / 0 / 0
met4: 0.128 / 0 / 0
met1: 14.3 / 51 / 2030
met2: 15.9 / 46 / 1830
met3: 1.32 / 2.5 / 100
-- synth_stat cells (2+ instances only) --
| master | n | area [um2] |
|---|---|---|
| or3_1 | 3 | 18.8 |
| nand3_1 | 14 | 70.1 |
| clkbuf_1 | 5 | 18.8 |
| buf_4 | 32 | 240 |
| and2_1 | 5 | 31.3 |
| nor3_1 | 3 | 15.0 |
| o21a_1 | 5 | 37.5 |
| o31a_1 | 3 | 26.3 |
| nand2_1 | 20 | 75.1 |
| inv_1 | 12 | 45.0 |
| and4_1 | 4 | 35.0 |
| o211ai_1 | 4 | 30.0 |
| or3_2 | 2 | 15.0 |
| buf_2 | 2 | 10.0 |
| nor4b_1 | 2 | 17.5 |
| edfxtp_1 | 12 | 360 |
| nor4_1 | 6 | 37.5 |
| dfxtp_1 | 35 | 701 |
| nand4_1 | 10 | 62.6 |
| xor2_1 | 8 | 70.1 |
| nor2_1 | 18 | 67.6 |
| o21ai_0 | 7 | 35.0 |
| xnor2_1 | 9 | 78.8 |
| a21oi_1 | 9 | 45.0 |
| nor2b_1 | 2 | 12.5 |
| ha_1 | 8 | 100 |
| a31oi_1 | 4 | 25.0 |
| or4_1 | 9 | 67.6 |
| o31ai_1 | 6 | 45.0 |
| and3_1 | 4 | 25.0 |
-- worst register-to-register path, delay by kind of cell, from the launching register on --
| kind | cells | cell delay (ns) |
|---|---|---|
| AND/OR/NAND/NOR | 2 | 1.09 |
| AND-OR/OR-AND | 2 | 0.45 |
| flip-flops | 1 | 0.36 |
| buffers and inverters | 1 | 0.27 |
-- sequential cells by signal (all words and copies together) (netlist names) --
name	flops
pixel_data	3
button_debounced	1
pixel_clock	1
v_counter	10
current_image	2
h_counter	10
debounce_counter	20
-- where the power goes --
part           switching (W)   total, W  internal [W]
Combinational      0.0000146  0.0000271     0.0000125
Sequential         0.0000140   0.000243      0.000229
Clock              0.0000636   0.000121     0.0000570
-- per-stage QoR --
step           area (um2)  setup slack, ns
6_report             2650             2.44
3_3_place_gp         2600             2.56
4_1_cts              2650             2.38
2_1_floorplan        2610             2.91
5_1_grt              2650             2.31
3_5_place_dp         2600             2.56
No activity file was given, so power comes from the tool's default toggle rates.
